## ./design.v

```verilog
`timescale 1ns / 1ps
module DispNum(
    input [15:0] HEXS,
    input clk,
    input rst,
    input [3:0] EN,
    input [3:0] P,
    output [ 3:0] AN,
    output [ 7:0] SEG
);
wire [31:0] clkd;
wire [3:0] HEX;
clock_div cl( .clk(clk), .rst(rst), .div_res(clkd));
Mux4to1 Mux1(.S(clkd[19:18]),.D0(P[0]),.D1(P[1]),.D2(P[2]),.D3(P[3]),.Y(SEG[7]));
Mux4to1b4 MUX(.S(clkd[19:18]), .D0(HEXS[3:0]), .D1(HEXS[7:4]),  .D2(HEXS[11:8]),  .D3(HEXS[15:12]), .Y(HEX));
_MyMC14495 mc14495( .D(HEX), .SEG(SEG[6:0]) );
Enabler E( .S(clkd[19:18]), .D0(EN[0]),  .D1(EN[1]), .D2(EN[2]), .D3(EN[3]), .AN(AN));
endmodule
module Enabler(
    input [1:0] S,
    input D0,
    input D1,
    input D2,
    input D3,
    output [3:0] AN
    );
    Mux4to1b4 m1(
            .S(S),
            .D0(4'b1110),
            .D1(4'b1101),
            .D2(4'b1011),
            .D3(4'b0111),
            .Y(AN)
    );
    endmodule
module Mux4to1(
    input  [1:0] S,
    input  D0,
    input  D1,
    input  D2,
    input  D3,
    output Y
    );
    assign Y=((~S[1]&~S[0])&D0)|((~S[1]&S[0])&D1)|((S[1]&~S[0])&D2)|((S[1]&S[0])&D3);
    endmodule
module Mux4to1b4(
    input  [1:0] S,
    input  [3:0] D0,
    input  [3:0] D1,
    input  [3:0] D2,
    input  [3:0] D3,
    output [3:0] Y
    );
    assign Y[0]=((~S[1]&~S[0])&(D0[0]))|((~S[1]&S[0])&(D1[0]))|((S[1]&~S[0])&(D2[0]))|((S[1]&S[0])&(D3[0]));
    assign Y[1]=((~S[1]&~S[0])&(D0[1]))|((~S[1]&S[0])&(D1[1]))|((S[1]&~S[0])&(D2[1]))|((S[1]&S[0])&(D3[1]));
    assign Y[2]=((~S[1]&~S[0])&(D0[2]))|((~S[1]&S[0])&(D1[2]))|((S[1]&~S[0])&(D2[2]))|((S[1]&S[0])&(D3[2]));
    assign Y[3]=((~S[1]&~S[0])&(D0[3]))|((~S[1]&S[0])&(D1[3]))|((S[1]&~S[0])&(D2[3]))|((S[1]&S[0])&(D3[3]));
    endmodule
`timescale 1ns / 1ps
module _MyMC14495 (
    input [3:0] D,
    output [6:0] SEG
);
    assign SEG[0] = ~D[3] & D[2] & ~D[1] & ~D[0] | ~D[3] & ~D[2] & ~D[1] & D[0] | D[3] & ~D[2] & D[1] & D[0] | D[3] & D[2] & ~D[1] & D[0] ;
    assign SEG[1] = ~D[3] & D[2] & ~D[1] & D[0] | D[3] & D[1] & D[0] | D[3] & D[2] & ~D[0] | D[2] & D[1] & ~D[0];
    assign SEG[2] = D[3] & D[2] & D[1] | D[3] & D[2] & ~D[0]| ~D[3] & ~D[2] & D[1] & ~D[0];
    assign SEG[3] = D[2] & D[1] & D[0] | D[3] & ~D[2] & D[1] & ~D[0 ]| ~D[3] & D[2] & ~D[1] & ~D[0] | ~D[3] & ~D[2] & ~D[1] & D[0];
    assign SEG[4] = ~D[3] & D[0] | ~D[2] & ~D[1] & D[0] | ~D[3] & D[2] & ~D[1];
    assign SEG[5] = ~D[3] & ~D[2] & D[0] | ~D[3] & ~D[2] & D[1] | ~D[3] & D[1] & D[0] | D[3] & D[2] & ~D[1] & D[0];
    assign SEG[6] = ~D[3] & ~D[2] & ~D[1] | ~D[3] & D[2] & D[1] & D[0] | D[3] & D[2] & ~D[1] & ~D[0];
endmodule
`timescale 1ns / 1ps
module bintobcd(
    input [7:0] bin_in,
    output [7:0] bcd_out
    );
reg [3:0] ones;
reg [3:0] tens;
reg [1:0] hundreds;
integer i;
always @(*) begin
    ones = 4'd0;
    tens = 4'd0;
    hundreds = 2'd0;
    for(i = 7; i >= 0; i = i - 1) begin
        if (ones >= 4'd5)   ones = ones + 4'd3;
        if (tens >= 4'd5)   tens = tens + 4'd3;
        if (hundreds >= 4'd5)   hundreds = hundreds + 4'd3;
        hundreds = {hundreds[0],tens[3]};
        tens = {tens[2:0],ones[3]};
        ones = {ones[2:0],bin_in[i]};
    end
end 
assign bcd_out = {tens, ones};
endmodule
`timescale 1ns / 1ps
module clock_div(
    input               clk,
    input               rst,  
    output  reg [31:0]   div_res
);
    initial div_res =32'b0;
    always @(posedge clk) begin      
        if(rst == 1'b1) begin
            div_res <= 32'b0;
        end else begin
            div_res <= div_res + 32'b1;   
        end
    end
endmodule
`timescale 1ns / 1ps
module dis_score(
    input clk,
    input [15:0] score,
    output [7:0] SEG,
    output [3:0] AN
    );
    wire [15:0] bcd;
    bintobcd b0 
    (
        .bin_in(score[7:0]),
        .bcd_out(bcd[7:0])
    );
    bintobcd b1
    (
        .bin_in(score[15:8]),
        .bcd_out(bcd[15:8])
    );
    DispNum display(.HEXS({bcd}), .clk(clk), .EN(4'b1111), .P(4'b1111), .AN(AN), .SEG(SEG));
endmodule
```

## ./config.mk

```make
export PLATFORM = sky130hd
export DESIGN_NAME = dis_score
export DESIGN_NICKNAME = dis_score
export VERILOG_FILES = /design/flow/design.v
export SDC_FILE = /design/flow/constraint.sdc
export NUM_CORES = 4
export LEC_CHECK = 1
export CORE_AREA = 10 10 70 70
export DIE_AREA = 0 0 80 80
```

## ./constraint.sdc

```tcl
current_design dis_score

set clk_period 7.8
set clk_io_pct 0.2

create_clock -name clk0 -period $clk_period [get_ports {clk}]

set non_clock_inputs [all_inputs -no_clocks]
set_input_delay [expr $clk_period * $clk_io_pct] -clock clk0 $non_clock_inputs
set_output_delay [expr $clk_period * $clk_io_pct] -clock clk0 [all_outputs]
```

## ./run.sh

```bash
#!/bin/bash
# OpenROAD 26Q1-2900-gdf79404cd8, Yosys 0.63+post, stock flow scripts
make -C /OpenROAD-flow-scripts/flow DESIGN_CONFIG=/design/flow/config.mk WORK_HOME=/design/flow/orfs finish
```

==> metrics.yaml <==
critPathLaunchType: "primary input"
finalSetupViolations: 7
path_buffers: 5
power.internal_w: 0.000279
wl_per_cell_um: 12.8
core-area_um2: 3420
top_cells_by_count: "ha_1 (10), inv_1 (9), a21oi_1 (7), nor2_1 (7)"
grt_pass1_wl_mm: 5.72
insertedDiodeCount: 0
cp.required_ns: 6.24
synth.distinct_cells: 51
drv_slew: 0
drtPass1Iterations: 4
final_util: 0.595
cellPowerDensity_nw_per_um2: 235
drc: 0
gp_congestion: 0.830
most_common_cell: "ha_1"
synth_cells: 121
violations: "negative setup slack"
ir_drop_mv: 0.206
port_buffers: 15
avgSynthCellArea_um2: 7.56
netlist_area_um2: 915
path_depth: 31
antenna_left: 0
grt-ovfl-total: 0
grt_pass1_vias: 1276
crit_family: "simple AND/OR/NAND/NOR gates"
combPwrFrac: 1.000
worst_slack_ns: -0.672
seqPwrFrac: 0
die_x_um: 80
netlist_top_cells_area: "ha_1 (14%), buf_4 (4.9%), mux2i_1 (4.4%)"
yosysWarnings: 3
routed-via-count: 1296
seq_area_um2: 0
antenna_found_initial: 0
slowest_stage: "or3_4"
hpwl_mm: 2.16
nClkBuffers: 0
hold_buffers: 0
routed_wl_mm: 3.40
grt.total_usage: 0.102
rows: 21
synth_stat.cells: 121
yosys.area.top_type: "ha_1"
p_leak_nw: 0.935
fin_crit_sh: 1.09
critPathArrivalTime_ns: 6.91
syn2layout_area_growth_pct: 122
drive_above_1_share: 0.691
switching_power_w: 0.000199
die_y_um: 80
max-cap-violations: 0
pwr-share-clk: 0
yosys_area_um2: 915
end_kind: "output port"
io_pins: 29
fp-utilization: 0.268
top_cell_area_share: 0.137
drt_iter0_drc: 67
worstHoldPathType: "primary input to output port"
seq_cell_count: 0
warning_count: 44
swShare: 0.416
fin_crit_ns: 8.47
worstPathMaxFanout: 3
path_class: "primary input to output port"
outcome: "complete, but fails checks"
rsz0062_at_grt: "yes"
viasPerCell: 4.87
max_clock_freq_mhz: 118
power_w: 0.000478
hold_viol: 0
cp-startpoint: "score[5]"
grt_max_degree: 11
cpPeakStageDelay_ns: 0.38
chipArea_um2: 6400
postSynthSeqShare: 0
hold_slack_ns: 4.04
crit_end: "SEG[0]"
stage by stage:
step | setup TNS (ns) | cell area (um^2) | setup slack [ns] | instances
after floorplan | -1.86 | 1090 | -0.470 | 124
after global placement | -9.64 | 1680 | -1.49 | 236
after detailed placement | -9.84 | 1680 | -1.51 | 236
after CTS | -3.81 | 2000 | -0.597 | 266
after global routing | -5.51 | 2030 | -0.861 | 266
final | -4.17 | 2030 | -0.672 | 266
layout make-up:
type                            count  area [um^2]
Multi-Input combinational cell    108         1110
Tap cell                           46         57.6
Timing Repair Buffer              103          815
Inverter                            9         48.8
Fill cell                         282         1380
worst min path at each step:
stage	from	end	slack (ns)	cells past startpoint
after CTS	score[0]	SEG[1]	4.00	3
after global routing	score[0]	SEG[1]	4.07	3
final	score[0]	SEG[1]	4.04	3
layout by cell type, fill, tap and decap left out, drive strengths merged, types with 3 or more instances in the layout:
cell and count:
or2b 3, ha 10, nor2 7, and2 3, clkdlybuf4s50 5, mux2i 5, nand2 6, nand3 3
a211oi 8, a211o 3, inv 9, conb 5, xnor2 4, a2111oi 3, o211ai 3, o21ai 5
buf 96, a21oi 7
metal layers:
metal | wire [um] | vias up | global-route usage
met1 | 1760 | 631 | 0.148
met5 | 0 | - | 0
met4 | 16 | 0 | 0.00528
met2 | 1570 | 12 | 0.169
met3 | 63 | 2 | 0.00341
li1 | - | 651 | -
timing repair:
item,in CTS,in global routing
pin swaps,33,19
gates resized,56,11
hold endpoints to repair,0,0
setup buffers,31,2
setup endpoints to repair,7,7
cell families (layout without fill, tap and decap cells):
logic type | Yosys count | after routing | synth area share
multiplexers | 7 | 7 | 0.0875
XOR/XNOR | 5 | 5 | 0.0479
buffers and inverters | 16 | 112 | 0.0985
AND/OR/NAND/NOR | 39 | 39 | 0.256
AND-OR/OR-AND | 42 | 42 | 0.365
adder cells (fa/ha/maj) | 10 | 10 | 0.137
other | 2 | 5 | 0.00821
power groups by stage:
stage | registers [W] | clock network (W) | logic, W
after CTS | 0 | 0 | 0.000453
after global routing | 0 | 0 | 0.000511
final | 0 | 0 | 0.000478
Power is estimated from default activity; no workload was simulated.
